`flow/design.v`:
```
module sync_fifo_8x32
#(
    parameter fifo_width = 32,               
    parameter fifo_depth = 8,                
    parameter ptr_w = $clog2(fifo_depth)     
)
(
    input                       clk,        
    input                       rst_n,      
    input                       wr_en,      
    input      [fifo_width-1:0] data_in,    
    input                       rd_en,      
    output reg [fifo_width-1:0] data_out,   
    output                      full,       
    output                      empty      
);
    reg [fifo_width-1:0] fifo_mem [fifo_depth-1:0];
    reg [ptr_w:0]   wr_ptr;
    reg [ptr_w:0]   rd_ptr;
    assign empty = (wr_ptr == rd_ptr);
    assign full  = (wr_ptr[ptr_w] != rd_ptr[ptr_w]) && (wr_ptr[ptr_w-1:0] == rd_ptr[ptr_w-1:0]);
    always @(posedge clk or negedge rst_n) begin
        if (!rst_n) 
        begin
            wr_ptr   <= 0;
            rd_ptr   <= 0;
            data_out <= 0;
        end
        else 
        begin
            if (wr_en && !full) begin
                fifo_mem[wr_ptr[ptr_w-1:0]] <= data_in; 
                wr_ptr <= wr_ptr + 1;
            end
            if (rd_en && !empty) begin
                data_out <= fifo_mem[rd_ptr[ptr_w-1:0]];
                rd_ptr <= rd_ptr + 1;
            end
        end
    end
endmodule
```
`flow/run.sh`:
```
#!/bin/bash
# OpenROAD 26Q1-2900-gdf79404cd8, Yosys 0.63+post, stock flow scripts
make -C /OpenROAD-flow-scripts/flow DESIGN_CONFIG=/design/flow/config.mk WORK_HOME=/design/flow/orfs finish
```
`flow/config.mk`:
```
export PLATFORM = sky130hd
export DESIGN_NAME = sync_fifo_8x32
export DESIGN_NICKNAME = sync_fifo_8x32
export VERILOG_FILES = /design/flow/design.v
export SDC_FILE = /design/flow/constraint.sdc
export NUM_CORES = 4
export LEC_CHECK = 1
export CORE_UTILIZATION = 40
```
`flow/constraint.sdc`:
```
current_design sync_fifo_8x32

set clk_period 6.1
set clk_io_pct 0.2

create_clock -name clk0 -period $clk_period [get_ports {clk}]

set non_clock_inputs [all_inputs -no_clocks]
set_input_delay [expr $clk_period * $clk_io_pct] -clock clk0 $non_clock_inputs
set_output_delay [expr $clk_period * $clk_io_pct] -clock clk0 [all_outputs]
```
==> impl_metrics.json <==
{
  "status": "completed",
  "hpwl_microns": 12300,
  "track_usage_pct": 18.0,
  "ant_nets": 0,
  "h-tree-depth": 1,
  "root_buffer": "clkbuf_16",
  "irDropWorstVdd_mv": 0.224,
  "fin_tns_setup_ns": 0,
  "clk_pin_slew_ns": 0.06,
  "num_rows": 60,
  "totalWireLength_microns": 22800,
  "max_freq_mhz": 287,
  "reg2reg_depth": 7,
  "dpl-instance-area_sq_um": 12100,
  "finalClockSkew_ns": 0.00720,
  "crit_type": "reg -> out",
  "timing.rr.end": "data_out[6]",
  "cts_sinks": 296,
  "p_comb_share_pct": 28.6,
  "edf_count": 256,
  "rsz0062_at_grt": "no",
  "diodes": 0,
  "reg2reg_slack_ns": 3.03,
  "synth_cells": 670,
  "p_sw_uw": 1870,
  "yosys_most_used_dff": "edfxtp_1",
  "firstDrtPassIters": 5,
  "min_path_cells": 2,
  "critPathMaxFanout": 8,
  "cts_resized": 0,
  "p_seq_share_pct": 42.0,
  "die_w_microns": 168,
  "power_density_nw_per_um2": 473,
  "cts_buffers": 28,
  "die_h_microns": 168,
  "worst_setup_path_start_kind": "register",
  "p_int_uw": 4350,
  "drt-wirelength-per-cell_microns": 20.6,
  "place_congestion": 0.765,
  "cts_tree": "built",
  "gr-total-overflow": 0,
  "postCtsHoldBufs": 0,
  "io_buffer_count": 69,
  "area_growth_pct": 18.9,
  "cp.arrival_ns": 2.27,
  "clkPwrFrac_pct": 29.4,
  "synth_area_sq_um": 11100,
  "ctsLongestPathBuffers": 3,
  "hold_path_class": "reg -> reg",
  "ios": 70,
  "avgSynthCellArea_sq_um": 16.5,
  "grt_pass1_vias": 6769,
  "design_area_sq_um": 13200,
  "leakage_uw": 0.00446,
  "synth_seq_share_pct": 78.5,
  "fill_cells": 2153,
  "cp-end-kind": "primary output",
  "cp-endpoint": "full",
  "fin_util_pct": 48.7,
  "vias_per_cell": 5.60,
  "yosys_register_bits": 296,
  "num_vias": 6201,
  "worstPathRequired_ns": 4.88,
  "finalSetupViolCount": 0,
  "async_flop_share_pct": 13.5,
  "grt_max_degree": 70,
  "yosysWarnings": 2,
  "switching_share_pct": 30.0,
  "slew_viol_final": 0,
  "core_area_sq_um": 27000,
  "timing.rr.start": "rd_ptr[2]",
  "chip_area_sq_um": 28300,
  "post_cts_buffers": 0,
  "worst_pin_slew_ns": 0.810,
  "p_total_uw": 6220,
  "critPathLaunch": "rd_ptr[1]",
  "ys_types": 36,
  "clk_latency_ns": 0.53,
  "first_iter_violations": 436,
  "cap_violations": 0,
  "fin_crit_sh_pct": 57.2,
  "yosys_area_sq_um": 11100,
  "warning_count": 33,
  "grt_antenna_before_repair": 0,
  "synth_stat.cells": 670,
  "drive_above_1_share_pct": 9.78,
  "final-hold-violation-count": 0,
  "route.detailed.drc": 0,
  "grt_pass1_wl_microns": 36200,
  "fp_util_pct": 40.9,
  "finalCriticalPeriod_ns": 3.49,
  "maxSlewHeadroom_pct": 46.0
}
[final cells by class]
class | instances | area, sq um | area share [%]
flip-flops and latches | 296 | 8690 | 66.1
multi-input cells | 324 | 2180 | 16.5
clock buffers | 43 | 858 | 6.53
repair buffers | 88 | 828 | 6.30
well taps | 341 | 427 | 3.24
clock inverters | 9 | 149 | 1.13
inverters | 7 | 26.3 | 0.200
[flip-flops by register name (all words and copies together) (netlist names)]
signal and cells:
wr_ptr 4, rd_ptr 4, data_out 32, fifo_mem 256
[synthesized netlist by cell type (3+ instances only)]
cell | count | area (sq um)
a22o_1 | 6 | 52.6
buf_4 | 3 | 22.5
nand2_1 | 66 | 248
a31oi_1 | 5 | 31.3
a22oi_1 | 31 | 233
a21oi_1 | 11 | 55.1
nor2_1 | 42 | 158
buf_1 | 8 | 30.0
ha_1 | 12 | 150
clkbuf_1 | 26 | 97.6
xor2_1 | 6 | 52.6
mux2_2 | 3 | 33.8
a2111oi_0 | 4 | 35.0
buf_2 | 6 | 30.0
edfxtp_1 | 256 | 7690
and3_1 | 6 | 37.5
dfrtp_1 | 40 | 1000
o31ai_1 | 31 | 233
inv_1 | 6 | 22.5
nand3_1 | 27 | 135
xnor2_1 | 3 | 26.3
a221o_1 | 20 | 200
nor4bb_1 | 7 | 70.1
a222oi_1 | 27 | 270
[metrics by stage]
stage	std cells	setup slack (ns)	hold WS, ns
3_3_place_gp	1056	2.82	0.466
2_1_floorplan	670	3.28	0.424
4_1_cts	1108	2.60	0.487
3_5_place_dp	1056	2.74	0.474
6_report	1108	2.61	0.478
5_1_grt	1108	2.50	0.501
[cells in the final DEF (no fill, tap or decap), drive strengths merged]
cell,count
a22oi,31
and2,2
or3,1
nor4bb,7
inv,6
edfxtp,256
o41ai,2
mux2,4
a222oi,27
nor2b,1
clkbuf,43
and3,6
clkinv,6
nand2,66
buf,20
bufinv,4
nor4,2
xnor2,3
o21bai,1
xor2,6
nand4,1
nor2,42
a22o,6
nand3,27
a2111oi,4
a221o,20
ha,12
nor3,2
o21ai,2
o31ai,31
or2,2
a31oi,5
a21oi,11
dfrtp,40
clkdlybuf4s50,68
[how the worst min path moves through the flow]
stage,from,end
final,data_out[9],data_out[9]
after global routing,data_out[9],data_out[9]
after CTS,data_out[9],data_out[9]
[power by group through the flow]
| stage | Combinational (uW) | Sequential [uW] | Clock [uW] |
|---|---|---|---|
| 4_1_cts | 1810 | 2620 | 1860 |
| 5_1_grt | 1990 | 2640 | 1940 |
| 6_report | 1780 | 2610 | 1830 |
[logic make-up after synthesis]
kind of cell / Yosys count / synth area share, %
flip-flops: 296 / 78.5
AND/OR/NAND/NOR: 159 / 6.46
AND-OR/OR-AND: 140 / 10.7
buffers and inverters: 50 / 1.87
adder cells (fa/ha/maj): 12 / 1.36
XOR/XNOR: 9 / 0.712
multiplexers: 4 / 0.407
[routing by layer]
metal  global-route usage [%]  share of wire, %  up-vias
met5                    0.870                 0        -
met4                     2.77               1.7        0
met3                     10.3                11       35
met2                     26.5                46      329
met1                     25.3                41     3019
li1                         -                 -     2818
[worst max-delay path, cell delays in order (launching register included)]
cell and delay (ns):
dfrtp_1 0.48, xor2_1 0.26, or2_2 0.33, nor3_1 0.18, clkdlybuf4s50_1 0.48
